File: design/flow/design.v
`timescale 1ns / 1ps
module regfile #(
   parameter width = 8,
   parameter depth = 8,
   parameter addr = 3
    )(
    input wire  clk,
    input  wire rst,
    input wire wen,
    input wire [addr-1:0] waddr,
    input wire [width-1:0] wdata,
    input wire [addr-1:0] raddr1,
    output wire [width-1:0] rdata1,
    input wire [addr-1:0] raddr2,
    output wire [width-1:0] rdata2
     );
     reg [width-1:0] reg_mem [0: depth-1];
     integer i;
     always @(posedge clk) begin
         if(rst) begin
            for(i=0; i<depth; i=i+1)
                 reg_mem[i] <= {width{1'b0}};
         end   
         else if (wen) begin
            reg_mem[waddr] <= wdata;
         end
     end
     assign rdata1 = reg_mem[raddr1];
     assign rdata2 = reg_mem[raddr2];
endmodule
File: design/flow/run.sh
#!/bin/bash
# OpenROAD 26Q1-2900-gdf79404cd8, Yosys 0.63+post, stock flow scripts
make -C /OpenROAD-flow-scripts/flow DESIGN_CONFIG=/design/flow/config.mk WORK_HOME=/design/flow/orfs finish
File: design/flow/config.mk
export PLATFORM = sky130hd
export DESIGN_NAME = regfile
export DESIGN_NICKNAME = regfile
export VERILOG_FILES = /design/flow/design.v
export SDC_FILE = /design/flow/constraint.sdc
export NUM_CORES = 4
export LEC_CHECK = 1
export CORE_UTILIZATION = 30
File: design/flow/constraint.sdc
current_design regfile

set clk_period 2.7
set clk_io_pct 0.2

create_clock -name clk0 -period $clk_period [get_ports {clk}]

set non_clock_inputs [all_inputs -no_clocks]
set_input_delay [expr $clk_period * $clk_io_pct] -clock clk0 $non_clock_inputs
set_output_delay [expr $clk_period * $clk_io_pct] -clock clk0 [all_outputs]
==> flow_metrics.py <==
# Flow results
metrics = {
    "synth": {
        "post_synthesis_cell_count_from_yosys": 222,
        "synth_area_per_inst_um2": 16.0,
        "synth_seq_share_pct": 54.2,
        "yosysChipArea_mm2": 0.00354,
        "yosys_warnings": 1,
        "mapped_cell_area_mm2": 0.00354,
        "synthesis.instances": 222,
        "yosys.area.top_type_share_pct": 54.2,
        "yosys-top-cells-area": "sky130_fd_sc_hd__edfxtp_1, sky130_fd_sc_hd__mux4_1, sky130_fd_sc_hd__nor3_1",
        "ys_ff": 64,
        "synth.largest_area_cell": "sky130_fd_sc_hd__edfxtp_1",
        "synthDistinctLibCells": 17,
    },
    "timing": {
        "hold_violations": 0,
        "worst_slew_pin_slew_ns": 0.382,
        "setup_repair_after_global_routing_missed_its_margin": "no",
        "drv_slew": 0,
        "timing.final.ws_setup_ns": 0.0389,
        "timing.max_slew.rel_slack_pct": 74.5,
        "finalCritPeriodShare_pct": 98.6,
        "finalWorstPathRequiredPeriod_ns": 2.66,
        "setup_violations": 0,
        "timing.fmax_ghz": 0.376,
    },
    "floorplanning": {
        "floorplan.initialDensity_pct": 30.9,
        "chipHeight_um": 111,
        "chipArea_mm2": 0.0123,
        "coreArea_mm2": 0.0115,
        "placementRows": 39,
        "chipWidth_um": 111,
        "total_i_o_pin_count": 36,
    },
    "clocking": {
        "clk_root_buffer_cell": "sky130_fd_sc_hd__clkbuf_16",
        "tritoncts": "done",
        "clkTransAtPathRegs_ns": 0.05,
        "cts_buffers": 9,
        "numClockSinks": 64,
        "post_cts_hold_buffer_count": 0,
        "clock_tree.buffer_depth": 2,
        "htreeDepth": 3,
    },
    "cells_and_area": {
        "n_fill_cell": 1009,
        "largest_registers": "reg_mem x64",
        "area_growth_syn_to_layout_pct": 28.8,
        "final_area_mm2": 0.00457,
        "post_route_cells_drive_above_1_share_pct": 24.1,
        "registers.top_by_ff_count": "reg_mem",
        "stdcell_count": 421,
        "largest_register_ffs": 64,
    },
    "critical_path": {
        "cp-end-kind": "output port",
        "worst-endpoint-required_ns": 2.16,
        "cp.arrival_ns": 2.12,
        "worst-setup-path-type": "input pin to output port",
        "setup.worst_path.start_class": "input pin",
        "maximum_fanout_along_the_worst_path": 8,
    },
    "global_route": {
        "groute.usage.overall_pct": 15.1,
        "overflow": 0,
        "grt_first_pass_wirelength_um": 13100,
        "vias_in_the_first_global_route": 2395,
        "number_of_antenna_violations_at_the_first_check_in_global_routing": 0,
        "largest_net_degree_at_the_start_of_global_routing": 24,
    },
    "placed_design": {
        "place_worst_setup_slack_ns": -0.393,
        "gp_congestion": 0.776,
        "post_dp_cell_area_mm2": 0.00415,
        "io_buffers": 35,
        "detailed_placement_hpwl_um": 5280,
        "placed_cells": 398,
    },
    "routing": {
        "detail_route.iter0.violations": 41,
        "avgRoutedWirePerCell_um": 19.9,
        "vias_per_cell": 5.29,
        "drt_pass1_iterations": 4,
        "post-route-drc-count": 0,
        "num_vias": 2227,
        "aggregate_routed_wire_length_um": 8370,
        "antenna-diode-count": 0,
        "postRouteAntennaNets": 0,
    },
    "run_status": {
        "status": "finished clean",
    },
    "power_and_ir_drop": {
        "finalPower_mw": 2.67,
        "power.density_cell_area_mw_per_mm2": 585,
        "static-leakage-power_nw": 1.56,
        "max-vdd-ir-drop_mv": 0.291,
    },
    "flow_run": {
        "maxCapViolCount": 0,
        "warning_count": 25,
    },
    "worst_hold_path": {
        "hp-class": "input pin to flop",
    },
}
-- layer usage --
| layer | vias to the layer above | share of wire (%) | global-route usage (%) |
|---|---|---|---|
| li1 | 1039 | - | - |
| met1 | 1066 | 38 | 18.5 |
| met2 | 112 | 49 | 24.5 |
| met3 | 10 | 12 | 8.58 |
| met4 | 0 | 1.4 | 1.96 |
| met5 | - | 0 | 0 |
-- timing repair --
item	4_1_cts	5_1_grt
setup endpoints to repair	16	5
gates cloned	4	0
gates resized	17	4
endpoints found under the hold margin	0	0
buffers inserted	3	0
-- cell families (layout without fill, tap and decap cells) --
kind of cell	after synthesis	after routing	synth area share, %
buffers and inverters	32	88	5.47
AND/OR/NAND/NOR	70	70	10.1
AND-OR/OR-AND	8	8	1.69
multiplexers	48	48	28.5
flip-flops	64	64	54.2
-- area by class of cell --
cell class                 count  area (µm²)  share of cell area (%)
timing repair buffer          64         729                    16.0
tap                          143         179                    3.92
clock buffer                  12         236                    5.18
clock inverter                 4        45.0                   0.986
sequential                    64        1920                    42.1
inverter                       8        30.0                   0.658
multi-input combinational    126        1430                    31.2
-- Yosys cell counts --
cell type and number:
sky130_fd_sc_hd__clkinv_1 8, sky130_fd_sc_hd__nor3_1 64, sky130_fd_sc_hd__nand2_1 1, sky130_fd_sc_hd__buf_2 3
sky130_fd_sc_hd__o21bai_1 8, sky130_fd_sc_hd__mux4_2 3, sky130_fd_sc_hd__nand3b_1 1, sky130_fd_sc_hd__buf_12 2
sky130_fd_sc_hd__buf_1 4, sky130_fd_sc_hd__mux2_2 16, sky130_fd_sc_hd__mux4_1 29, sky130_fd_sc_hd__buf_6 5
sky130_fd_sc_hd__edfxtp_1 64, sky130_fd_sc_hd__or2_2 1, sky130_fd_sc_hd__or3b_2 1, sky130_fd_sc_hd__nand2b_1 2
sky130_fd_sc_hd__clkbuf_1 10
-- worst paths after layout --
check | startpoint | to | cells after the start | slack, ns
setup / recovery | raddr1[0] | rdata1[4] | 5 | 0.04
hold / removal | wdata[3] | reg_mem[7][3] | 3 | 1.01
-- where the power goes --
| group | leakage (nW) | switching (mW) | internal, mW |
|---|---|---|---|
| registers | 0.613 | 0.0265 | 1.16 |
| clock network | 0.140 | 0.374 | 0.709 |
| logic | 0.811 | 0.159 | 0.246 |
| total | 1.56 | 0.560 | 2.11 |
-- worst max-delay path, cell delays in order --
cell and delay [ns]:
sky130_fd_sc_hd__buf_4 0.13, sky130_fd_sc_hd__buf_12 0.15, sky130_fd_sc_hd__mux4_1 0.57, sky130_fd_sc_hd__mux2_2 0.30
sky130_fd_sc_hd__clkdlybuf4s50_1 0.42
-- through the flow --
stage | hold slack [ns] | setup TNS (ns) | utilization (%)
floorplan | 0.869 | 0 | -
global placement | 1.34 | -5.65 | 36.2
detailed placement | 1.34 | -5.67 | 36.2
CTS | 1.01 | 0 | 39.9
global route | 1.03 | 0 | 39.8
finish | 1.01 | 0 | 39.8
-- layout by cell type (no fill, tap or decap), drive strengths merged, types with 2 or more instances in the layout --
cell	Yosys	routed
o21bai	8	8
mux4	32	32
clkbuf	10	12
nand2b	2	2
bufbuf	0	2
edfxtp	64	64
buf	14	29
mux2	16	16
clkdlybuf4s50	0	30
nor3	64	64
clkinv	8	11
Power and IR drop assume default switching activity.

$ cat flow/design.v
`timescale 1ns / 1ps
module alu #(
   parameter width = 8
    )(
    input wire [width-1:0] A,B,
    input wire [2:0] alu_ctrl,
    output reg [width-1:0] result,
    output wire zero,
    output reg carry,
    output reg overflow
    );
    wire [width:0] sum;
    wire [width:0] diff;
     assign sum = {1'b0,A} + {1'b0,B};
     assign diff = {1'b0,A} - {1'b0,B}; 
    always @(*) begin
      result = {width{1'b0}};
      carry = 1'b0;
      overflow = 1'b0;
    case (alu_ctrl)
       3'b000: begin
       result = sum[width-1:0];
       carry = sum[width];
       overflow = (~A[width-1] & ~B[width-1] & result[width-1] ) | (A[width-1] & B[width-1] & ~result[width-1]);
       end
       3'b001: begin
       result = diff[width-1:0];
       carry = ~diff[width];
       overflow = (~A[width-1] & B[width-1] & result[width-1] ) | (A[width-1] & ~B[width-1] & ~result[width-1]);
       end
       3'b010: result = A&B;
       3'b011: result = A|B;
       3'b100: result = A^B;
       3'b101: result = A<<B;
       3'b110: result = A>>B;
       3'b111: result = (A<B)? 1:0;
       default: result = {width{1'b0}};
    endcase
    end
    assign zero = (result == {width{1'b0}});
endmodule
$ cat flow/run.sh
#!/bin/bash
# OpenROAD 26Q1-2900-gdf79404cd8, Yosys 0.63+post, stock flow scripts
make -C /OpenROAD-flow-scripts/flow DESIGN_CONFIG=/design/flow/config.mk WORK_HOME=/design/flow/orfs finish
$ cat flow/config.mk
export PLATFORM = sky130hd
export DESIGN_NAME = alu
export DESIGN_NICKNAME = alu
export VERILOG_FILES = /design/flow/design.v
export SDC_FILE = /design/flow/constraint.sdc
export NUM_CORES = 4
export LEC_CHECK = 1
export CORE_AREA = 10 10 96 96
export DIE_AREA = 0 0 106 106
$ cat flow/constraint.sdc
current_design alu

set clk_period 7.0
set clk_io_pct 0.2

create_clock -name clk0 -period $clk_period

set non_clock_inputs [all_inputs -no_clocks]
set_input_delay [expr $clk_period * $clk_io_pct] -clock clk0 $non_clock_inputs
set_output_delay [expr $clk_period * $clk_io_pct] -clock clk0 [all_outputs]
==> flow_summary.ini <==
; implementation run metrics
[run_status]
status = finished, final reports clean

[worst_setup_path]
startpoint_type = input pin
critPathMaxFanout = 9
crit_arrival_ps = 4780
required_ps = 5600
worstSetupEndpointType = primary output
worstSetupPathType = in -> out

[hold_path]
hp-class = in -> out
holdPathEnd = carry
holdPathStages = 5
hp-start = B[7]

[cells_and_area]
fillers = 784
clock_buffers = 0
flop-count = 0
final_util_pct = 30.1
seqCellArea_sq_um = 0
design_area_sq_um = 2170
layout_top_cell = clkdlybuf4s50_1
layout_top_cells = clkdlybuf4s50_1 (30), inv_1 (28), a21oi_1 (27), ha_1 (25), nor2_1 (20)
syn_to_final_growth_pct = 20.5
drive_gt1_share_pct = 5.45
layout.cells.non_filler = 374

[timing]
setup_violations = 0
slew_viol_final = 0
worst_pin_slew_ps = 724
whs_ps = 4110
finalSetupTns_ps = 0
fmax_mhz = 162
setup_ws_ps = 820
period_minus_slack_ps = 6180
finalCritPeriodShare_pct = 88.3
grt_setup_unrepaired = false
hold_viol_final = 0
slew_headroom_pct = 51.3

[route]
insertedDiodeCount = 0
ant_nets = 0
num_vias = 1961
drc = 0
via_per_inst = 5.24
drt-wirelength-per-cell_um = 15.7
wl_um = 5890
initialDrtViolationCount = 99
drt_pre_antenna_iters = 4

[placed_design]
globalplace.congestion = 0.928
port-buffer-count = 30
post-place-ws_ps = 778
dp_hpwl_um = 4880
dp.cells = 374
place_area_sq_um = 2170

[synthesis]
topCombFamilyByArea = AND-OR/OR-AND gates
avgSynthCellArea_sq_um = 7.05
synth.distinct_cells = 55
aoi_share_pct = 31.3
ys_warn_count = 1
ys_sh_adder_pct = 19.6
mux_area_share_pct = 15.5
synth-xor-area-share_pct = 1.94
yosys_cells = 256
synth_seq_share_pct = 0
synth_cells = 256
yosys_area_sq_um = 1800
synth_simple_gate_area_share_pct = 21.4
synth_area_sq_um = 1800

[power]
p_leak_nw = 0.902
vdd_ir_drop_max_mv = 0.0260
p_per_area_nw_per_um2 = 68.7
p_total_uw = 149

[clocking]
cts-resized-gates = 0
post_cts.repair.setup_buffers = 0
ctsHoldBuffers = 0

[global_routing]
grt_antenna_before_repair = 0
grt_max_degree = 21
grt_pass1_wl_um = 9540
grt_remaining_overflow = 0
grt_pass1_vias = 1808
grt_util_all_layers_pct = 10.1

[die]
die_x_um = 106
die_area_sq_um = 11200
pin_count = 30
rows = 31
die_h_um = 106
core_area_sq_um = 7210
fp-utilization_pct = 25.0

[flow_run]
warnings = 49
maxCapViolCount = 0
==> logic make-up (layout without fill, tap and decap cells) <==
group,after synthesis,in the layout
xor gates and xnor gates,4,4
and+or+nand+nor,75,75
AOI/OAI and AO/OA,88,88
adders and majority gates,27,27
muxes,19,19
buffers and inverters,43,62
==> worst max path at each step <==
stage / from / end / slack, ps / cells past startpoint
final: A[1] / zero / 820 / 11
after global routing: A[1] / zero / 560 / 11
after CTS: A[1] / zero / 770 / 11
==> per-layer routing <==
layer / share of wire (%) / track usage (%)
met1: 49 / 15.5
met3: 6.7 / 1.10
met5: 0 / 0
met4: 0.42 / 0.290
met2: 44 / 15.6
==> worst max-delay path, cell delays in order <==
cell             delay [ps]
clkdlybuf4s50_1         700
inv_1                   190
ha_1                    360
o21bai_1                270
a21oi_1                 140
xor2_1                  150
o21ai_0                 150
a32oi_1                 130
or4_1                   580
nor4_2                  210
clkdlybuf4s50_1         500
==> where the power goes <==
| group | internal (mW) | leakage [nW] | switching, mW |
|---|---|---|---|
| clock network | 0 | 0 | 0 |
| registers | 0 | 0 | 0 |
| logic | 0.0703 | 0.902 | 0.0792 |
| total | 0.0703 | 0.902 | 0.0792 |
==> cell usage after synthesis, types with 2 or more instances <==
| library cell | number | area, sq um |
|---|---|---|
| mux2i_1 | 11 | 110 |
| fa_1 | 2 | 40.0 |
| buf_6 | 2 | 22.5 |
| buf_2 | 7 | 35.0 |
| nand2_1 | 18 | 67.6 |
| a31oi_1 | 2 | 12.5 |
| a21o_1 | 4 | 30.0 |
| nand2b_1 | 3 | 18.8 |
| nor3_1 | 8 | 40.0 |
| a21oi_1 | 27 | 135 |
| nor2_1 | 20 | 75.1 |
| mux4_2 | 7 | 158 |
| a21boi_0 | 2 | 15.0 |
| and3_1 | 2 | 12.5 |
| o211ai_1 | 2 | 15.0 |
| a22oi_1 | 2 | 15.0 |
| or3_1 | 2 | 12.5 |
| inv_1 | 28 | 105 |
| nand3b_1 | 4 | 30.0 |
| o21ai_1 | 4 | 20.0 |
| and3b_1 | 2 | 17.5 |
| nor3b_1 | 2 | 15.0 |
| a211oi_1 | 6 | 45.0 |
| xor2_1 | 2 | 17.5 |
| o21ai_0 | 13 | 65.1 |
| o22ai_1 | 7 | 43.8 |
| xnor2_1 | 2 | 17.5 |
| o2bb2ai_1 | 2 | 17.5 |
| clkbuf_1 | 4 | 15.0 |
| nor2b_1 | 4 | 25.0 |
| ha_1 | 25 | 313 |
| and2_1 | 2 | 12.5 |
| nand3_1 | 2 | 10.0 |
| o31ai_1 | 5 | 37.5 |
==> area by class of cell <==
type / instances / area, sq um / area share [%]
multi-input combinational: 213 / 1620 / 74.5
inverter: 29 / 109 / 5.01
tap: 99 / 124 / 5.70
timing repair buffer: 33 / 323 / 14.8
No activity file was given, so power comes from the tool's default toggle rates.
